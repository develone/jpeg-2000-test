File: config.mk
export PLATFORM = sky130hd
export DESIGN_NAME = ram_res
export DESIGN_NICKNAME = ram_res
export VERILOG_FILES = /design/flow/design.v
export SDC_FILE = /design/flow/constraint.sdc
export NUM_CORES = 4
export LEC_CHECK = 1
export CORE_UTILIZATION = 40
export SYNTH_MEMORY_MAX_BITS = 65536
File: constraint.sdc
current_design ram_res

set clk_period 35.6
set clk_io_pct 0.2

create_clock -name clk0 -period $clk_period [get_ports {clk_fast}]

set non_clock_inputs [all_inputs -no_clocks]
set_input_delay [expr $clk_period * $clk_io_pct] -clock clk0 $non_clock_inputs
set_output_delay [expr $clk_period * $clk_io_pct] -clock clk0 [all_outputs]
File: design.v
module
   comm_fpga_fx2_v1(
		 input wire 	   clk_in,  
		 input wire 	   reset_in,  
		 output reg 	   fx2FifoSel_out,  
		 input wire [7:0]  fx2Data_in,
		 output wire [7:0]  fx2Data_out,
		 output wire fx2Data_sel,
		 output wire 	   fx2Read_out,  
		 input wire 	   fx2GotData_in,  
		 output wire 	   fx2Write_out,  
		 input wire 	   fx2GotRoom_in,  
		 output reg 	   fx2PktEnd_out,  
		 output wire [6:0] chanAddr_out,  
		 output wire [7:0] h2fData_out,  
		 output reg 	   h2fValid_out,  
		 input wire 	   h2fReady_in,  
		 input wire [7:0]  f2hData_in,  
		 input wire 	   f2hValid_in,  
		 output reg 	   f2hReady_out      
		 );
   localparam[3:0] S_IDLE                    = 4'h0;      
   localparam[3:0] S_GET_COUNT0              = 4'h1;      
   localparam[3:0] S_GET_COUNT1              = 4'h2;      
   localparam[3:0] S_GET_COUNT2              = 4'h3;      
   localparam[3:0] S_GET_COUNT3              = 4'h4;      
   localparam[3:0] S_BEGIN_WRITE             = 4'h5;      
   localparam[3:0] S_WRITE                   = 4'h6;      
   localparam[3:0] S_END_WRITE_ALIGNED       = 4'h7;      
   localparam[3:0] S_END_WRITE_NONALIGNED    = 4'h8;      
   localparam[3:0] S_READ                    = 4'h9;      
   localparam[1:0] FIFO_READ                 = 2'b10;     
   localparam[1:0] FIFO_WRITE                = 2'b01;     
   localparam[1:0] FIFO_NOP                  = 2'b11;     
   localparam      OUT_FIFO                  = 2'b0;      
   localparam      IN_FIFO                   = 2'b1;      
   reg [3:0] 			   state_next, state         = S_IDLE;
   reg [1:0] 			   fifoOp                    = FIFO_NOP;
   reg [31:0] 			   count_next, count         = 32'h0;     
   reg [6:0] 			   chanAddr_next, chanAddr   = 7'h00;     
   reg 				   isWrite_next, isWrite     = 1'b0;      
   reg 				   isAligned_next, isAligned = 1'b0;      
   reg [7:0] 			   dataOut;                               
   reg 				   driveBus;                              
   always @(posedge clk_in)
     begin
	if ( reset_in == 1'b1 )
	  begin
	     state <= S_IDLE;
	     count <= 32'h0;
	     chanAddr <= 7'h00;
	     isWrite <= 1'b0;
	     isAligned <= 1'b0;
	  end
	else
	  begin
	     state <= state_next;
	     count <= count_next;
	     chanAddr <= chanAddr_next;
	     isWrite <= isWrite_next;
	     isAligned <= isAligned_next;
	  end
     end
   always @*
     begin
	state_next = state;
	count_next = count;
	chanAddr_next = chanAddr;
	isWrite_next = isWrite;        
	isAligned_next = isAligned;    
	dataOut = 8'h00;
	driveBus = 1'b0;               
	fifoOp = FIFO_READ;            
	fx2PktEnd_out = 1'b1;          
	f2hReady_out = 1'b0;
	h2fValid_out = 1'b0;
	case ( state )
	  S_GET_COUNT0:
	    begin
	       fx2FifoSel_out = OUT_FIFO;   
	       if ( fx2GotData_in == 1'b1 )
		 begin
		    count_next[31:24] = fx2Data_in;
		    state_next = S_GET_COUNT1;
		 end
	    end
	  S_GET_COUNT1:
	    begin
	       fx2FifoSel_out = OUT_FIFO;   
	       if ( fx2GotData_in == 1'b1 )
		 begin
		    count_next[23:16] = fx2Data_in;
		    state_next = S_GET_COUNT2;
		 end
	    end
	  S_GET_COUNT2:
	    begin
	       fx2FifoSel_out = OUT_FIFO;   
	       if ( fx2GotData_in == 1'b1 )
		 begin
		    count_next[15:8] = fx2Data_in;
		    state_next = S_GET_COUNT3;
		 end
	    end
	  S_GET_COUNT3:
	    begin
	       fx2FifoSel_out = OUT_FIFO;   
	       if ( fx2GotData_in == 1'b1 )
		 begin
		    count_next[7:0] = fx2Data_in;
		    if ( isWrite == 1'b1 )
		      state_next = S_BEGIN_WRITE;
		    else
		      state_next = S_READ;
		 end
	    end
	  S_BEGIN_WRITE:
	    begin
	       fx2FifoSel_out = IN_FIFO;    
	       fifoOp = FIFO_NOP;
	       if ( count[8:0] == 9'b000000000 )
		 isAligned_next = 1'b1;
	       else
		 isAligned_next = 1'b0;
	       state_next = S_WRITE;
	    end
	  S_WRITE:
	    begin
	       fx2FifoSel_out = IN_FIFO;    
	       if ( fx2GotRoom_in == 1'b1 )
		 f2hReady_out = 1'b1;
	       if ( fx2GotRoom_in == 1'b1 && f2hValid_in == 1'b1 )
		 begin
		    fifoOp = FIFO_WRITE;
		    dataOut = f2hData_in;
		    driveBus = 1'b1;
		    count_next = count - 1;
		    if ( count == 32'h1 )
		      begin
			 if ( isAligned == 1'b1 )
			   state_next = S_END_WRITE_ALIGNED;   
			 else
			   state_next = S_END_WRITE_NONALIGNED;   
		      end
		 end
	       else
		 fifoOp = FIFO_NOP;
	    end
	  S_END_WRITE_ALIGNED:
	    begin
	       fx2FifoSel_out = IN_FIFO;    
	       fifoOp = FIFO_NOP;
	       state_next = S_IDLE;
	    end
	  S_END_WRITE_NONALIGNED:
	    begin
	       fx2FifoSel_out = IN_FIFO;    
	       fifoOp = FIFO_NOP;
	       fx2PktEnd_out = 1'b0;        
	       state_next = S_IDLE;
	    end
	  S_READ:
	    begin
	       fx2FifoSel_out = OUT_FIFO;   
	       if ( fx2GotData_in == 1'b1 && h2fReady_in == 1'b1 )
		 begin
		    h2fValid_out = 1'b1;
		    count_next = count - 1;
		    if ( count == 32'h1 )
		      state_next = S_IDLE;
		 end
	       else
		 fifoOp = FIFO_NOP;
	    end
	  default:
	    begin
	       fx2FifoSel_out = OUT_FIFO;   
	       if ( fx2GotData_in == 1'b1 )
		 begin
		    chanAddr_next = fx2Data_in[6:0];
		    isWrite_next = fx2Data_in[7];
		    state_next = S_GET_COUNT0;
		 end
	    end
	endcase
     end
   assign fx2Read_out = fifoOp[0];
   assign fx2Write_out = fifoOp[1];
   assign chanAddr_out = chanAddr;
   assign h2fData_out = fx2Data_in;
   assign fx2Data_out = dataOut;
   assign fx2Data_sel = driveBus;
endmodule
`timescale 1ns/10ps
module ram_res (
    dout_res,
    din_res,
    addr_res,
    we_res,
    clk_fast
);
output [8:0] dout_res;
wire [8:0] dout_res;
input [8:0] din_res;
input [9:0] addr_res;
input we_res;
input clk_fast;
reg [8:0] mem [0:512-1];
always @(negedge clk_fast) begin: RAM_RES_WRITE
    if (we_res) begin
        mem[addr_res] <= din_res;
    end
end
assign dout_res = mem[addr_res];
endmodule
File: run.sh
#!/bin/bash
# OpenROAD 26Q1-2900-gdf79404cd8, Yosys 0.63+post, stock flow scripts
make -C /OpenROAD-flow-scripts/flow DESIGN_CONFIG=/design/flow/config.mk WORK_HOME=/design/flow/orfs finish
==> out/qor.log <==
INFO  route          detail_route.wirelength=505000µm
INFO  global_route   groute.usage.overall=0.249
INFO  route          ant_nets=0
INFO  timing         worst_pin_slew=1.20ns
INFO  timing         timing_max_transition_violations_final=0
INFO  clocking       clock_tree_from_tritoncts=done
INFO  clocking       clk_root_buffer_cell=sky130_fd_sc_hd__clkbuf_16
INFO  synth          synth.top_cell.area_share=0.776
INFO  clocking       hold_buffers=0
INFO  flow_run       stage_log_warnings=1040
INFO  power_and_ir_drop clkPwrFrac=0.519
INFO  worst_setup_path critical_path_peak_fanout=1
INFO  route          route.detailed.vias_per_inst=5.22
INFO  route          route.vias.total=103000
INFO  timing         hold-worst-slack=15.94ns
INFO  route          routed_wire_length_per_instance=25.7µm
INFO  synth          yosys-stat-cells=8263
INFO  die            chipHeight=670µm
INFO  finish         largest_register=mem
INFO  global_route   grt.met2_usage=0.342
INFO  synth          netlist_area=0.178mm²
INFO  finish         final_layout_size_suffix_gt1_frac=0.178
INFO  global_route   grt_start_max_net_pins=125
INFO  timing         hold_violations=0
INFO  synth          ys.warnings.count=1
INFO  timing         rsz_0062_raised_after_global_routing=false
INFO  timing         setup_viol=0
INFO  synth          synth.largest_area_cell=sky130_fd_sc_hd__edfxtp_1
INFO  place          dp.final_hpwl=303000µm
INFO  synth          synth_cell_types=69
INFO  clocking       cts_made_buffers=464
INFO  worst_setup_path cp-start-kind=flop
INFO  global_route   globalRouteOverflowTotal=0
INFO  synth          postSynth.topFlopCell=sky130_fd_sc_hd__edfxtp_1
INFO  die            core_area=0.443mm²
INFO  die            fp_util=0.403
INFO  worst_hold_path holdCritPathClass=in2out
INFO  worst_setup_path critPathCaptureType=output port
INFO  die            die-area=0.448mm²
INFO  global_route   use_met3=0.235
INFO  finish         layout-area-overhead-vs-synth=24.2%
INFO  flow_run       maximum_capacitance_violations=0
INFO  power_and_ir_drop power.total=13.7mW
INFO  timing         worst_slew_margin_rel=0.182
INFO  global_route   global_route.usage.met1=0.245
INFO  clocking       cts.repair.resized=0
INFO  finish         fin_util=0.500
INFO  place          port_buffers=28
INFO  power_and_ir_drop power.net_switching=3.70mW
INFO  power_and_ir_drop p_int=9.96mW
INFO  die            pin_count=30
INFO  power_and_ir_drop netSwitchingFraction=0.271
INFO  clocking       clkSinkCount=4608
INFO  timing         smallest_setup_slack_after_layout=5.35ns
INFO  clocking       clockBufferDepth=4
INFO  power_and_ir_drop powerDensity=61.7mW/mm²
INFO  worst_setup_path timing.critical_path.arrival=23.13ns
INFO  synth          syn_area_per_cell=21.6µm²
INFO  route          iter_0_drt_violations=6614
INFO  timing         fin_tns_setup=0ns
INFO  clocking       path_clk_slew=0.05ns
INFO  synth          synth.yosys.chip_area=0.178mm²
INFO  clocking       cts_h_tree_depth=5
INFO  synth          yosys_register_bits=4608
INFO  die            fp-row-count=244
INFO  place          pre_cts_ws=6.49ns
INFO  global_route   antenna_found_initial=30
INFO  place          place.gp.congestion=0.949
INFO  finish         largest_register_ffs=4608
INFO  power_and_ir_drop ir_drop=51.3µV
INFO  worst_setup_path timing.critical_path.required=28.48ns
INFO  finish         final.fill_count=34500
INFO  clocking       cts_setup_buffers=0
INFO  synth          ys_seq_frac=0.776
INFO  route          drt_pass1_iterations=6
INFO  route          post-route-drc-count=0
INFO  finish         reg.largest.list=mem: 4608 flops
INFO  worst_setup_path path_class=reg2out
INFO  synth          post_synthesis_instance_total=8263
INFO  global_route   grt_busiest_layer=met2
INFO  power_and_ir_drop leakagePower=88.5nW
INFO  synth          largest_cells_by_area_after_synthesis=sky130_fd_sc_hd__edfxtp_1 78%, sky130_fd_sc_hd__mux4_2 13%, sky130_fd_sc_hd__mux2i_1 2.6%, sky130_fd_sc_hd__nor2_1 1.3%, sky130_fd_sc_hd__o22ai_1 0.66%
INFO  synth          synthArstFlopShare=0
INFO  power_and_ir_drop combinational_fraction_of_design_power=0.039
INFO  global_route   grt_pass1_wl=728000µm
INFO  global_route   grt_pass1_vias=120000
INFO  die            width_of_the_die=670µm
INFO  synth          post_synth_edffs=4608
INFO  run_status     run_status=complete, no violations
INFO  power_and_ir_drop seq_power_share=0.441
[power groups by stage]
stage / logic [mW] / registers, mW / clock network [mW]
CTS: 0.539 / 6.02 / 7.31
global route: 0.570 / 6.01 / 7.93
finish: 0.539 / 6.03 / 7.09
[logic make-up (layout without fill, tap and decap cells)]
| kind of cell | Yosys count | in the layout | share of synthesized area |
|---|---|---|---|
| flip-flops | 4608 | 4608 | 0.776 |
| multiplexers | 1571 | 1571 | 0.163 |
| AND/OR/NAND/NOR | 992 | 992 | 0.0249 |
| AND-OR/OR-AND | 566 | 566 | 0.0218 |
| buffers and inverters | 526 | 5990 | 0.0138 |
| other | 0 | 26 | 0 |
[critical path, stage by stage, from the launching register on]
cell	delay (ns)
sky130_fd_sc_hd__edfxtp_1	0.37
sky130_fd_sc_hd__mux2_2	0.27
sky130_fd_sc_hd__o22ai_1	0.13
sky130_fd_sc_hd__a2111oi_0	0.10
sky130_fd_sc_hd__buf_4	0.21
sky130_fd_sc_hd__a311oi_1	0.50
sky130_fd_sc_hd__nand4_1	0.63
sky130_fd_sc_hd__nor4_1	0.81
sky130_fd_sc_hd__buf_4	0.22
sky130_fd_sc_hd__nand4_1	0.50
sky130_fd_sc_hd__clkdlybuf4s50_1	0.60
[synthesized netlist by cell type (all sizes together) (22+ instances only)]
| library cell | number |
|---|---|
| mux2 | 47 |
| edfxtp | 4608 |
| mux4 | 1062 |
| mux2i | 462 |
| a21oi | 53 |
| nor3 | 25 |
| a22oi | 71 |
| o22ai | 189 |
| nand3 | 54 |
| o21ai | 68 |
| clkbuf | 226 |
| nor2 | 600 |
| nand4 | 106 |
| a32oi | 22 |
| buf | 294 |
| nand2 | 98 |
[final cells by class]
type                    instances  area [µm²]  area share
well taps                    5904        7390      0.0334
diodes                         26        65.1    0.000294
inverters                       5        31.3    0.000141
clock buffers                 469       11700      0.0530
multi-input cells            3129       37700       0.170
flip-flops and latches       4608      138000       0.625
repair buffers                532        4280      0.0193
clock inverters              4984       21800      0.0984
[layout by cell type (no fill, tap or decap), drive strengths merged, types with 10 or more instances in the layout]
master and count:
nand3 54, a21oi 53, diode 26, a211oi 20
nor3b 10, and3 12, nor2b 17, a22o 17
and2 10, bufinv 93, mux4 1062, a22oi 71
a31oi 17, mux2 47, nor3 25, clkinvlp 119
a221oi 19, nand2 98, edfxtp 4608, mux2i 462
buf 518, inv 4752, a2111oi 10, a32oi 22
a211o 11, clkbuf 469, nor2 600, nor4 19
o22ai 189, clkdlybuf4s50 14, o21ai 68, clkinv 25
nand4 106
[stage by stage]
| stage | cell area [µm²] | cells |
|---|---|---|
| floorplan | 178000 | 8263 |
| finish | 221000 | 19700 |
| global route | 221000 | 19600 |
| global placement | 188000 | 14200 |
| CTS | 221000 | 19600 |
| detailed placement | 188000 | 14200 |
[layer usage]
layer / vias to the layer above / wire length (µm)
li1: 45000 / -
met1: 49900 / 151000
met2: 6600 / 236000
met3: 1052 / 93700
met4: 75 / 21900
met5: - / 2460
[worst paths after layout]
kind | from | endpoint | slack [ns] | cells past startpoint
max | mem[505][7] | dout_res[7] | 5.35 | 10
min | addr_res[3] | dout_res[4] | 15.94 | 6
Power figures rest on the tool's default switching activity, not on a simulated workload.
