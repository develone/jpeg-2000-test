### /design/flow/design.v
module
   comm_fpga_fx2_v1(
		 input wire 	   clk_in,  
		 input wire 	   reset_in,  
		 output reg 	   fx2FifoSel_out,  
		 input wire [7:0]  fx2Data_in,
		 output wire [7:0]  fx2Data_out,
		 output wire fx2Data_sel,
		 output wire 	   fx2Read_out,  
		 input wire 	   fx2GotData_in,  
		 output wire 	   fx2Write_out,  
		 input wire 	   fx2GotRoom_in,  
		 output reg 	   fx2PktEnd_out,  
		 output wire [6:0] chanAddr_out,  
		 output wire [7:0] h2fData_out,  
		 output reg 	   h2fValid_out,  
		 input wire 	   h2fReady_in,  
		 input wire [7:0]  f2hData_in,  
		 input wire 	   f2hValid_in,  
		 output reg 	   f2hReady_out      
		 );
   localparam[3:0] S_IDLE                    = 4'h0;      
   localparam[3:0] S_GET_COUNT0              = 4'h1;      
   localparam[3:0] S_GET_COUNT1              = 4'h2;      
   localparam[3:0] S_GET_COUNT2              = 4'h3;      
   localparam[3:0] S_GET_COUNT3              = 4'h4;      
   localparam[3:0] S_BEGIN_WRITE             = 4'h5;      
   localparam[3:0] S_WRITE                   = 4'h6;      
   localparam[3:0] S_END_WRITE_ALIGNED       = 4'h7;      
   localparam[3:0] S_END_WRITE_NONALIGNED    = 4'h8;      
   localparam[3:0] S_READ                    = 4'h9;      
   localparam[1:0] FIFO_READ                 = 2'b10;     
   localparam[1:0] FIFO_WRITE                = 2'b01;     
   localparam[1:0] FIFO_NOP                  = 2'b11;     
   localparam      OUT_FIFO                  = 2'b0;      
   localparam      IN_FIFO                   = 2'b1;      
   reg [3:0] 			   state_next, state         = S_IDLE;
   reg [1:0] 			   fifoOp                    = FIFO_NOP;
   reg [31:0] 			   count_next, count         = 32'h0;     
   reg [6:0] 			   chanAddr_next, chanAddr   = 7'h00;     
   reg 				   isWrite_next, isWrite     = 1'b0;      
   reg 				   isAligned_next, isAligned = 1'b0;      
   reg [7:0] 			   dataOut;                               
   reg 				   driveBus;                              
   always @(posedge clk_in)
     begin
	if ( reset_in == 1'b1 )
	  begin
	     state <= S_IDLE;
	     count <= 32'h0;
	     chanAddr <= 7'h00;
	     isWrite <= 1'b0;
	     isAligned <= 1'b0;
	  end
	else
	  begin
	     state <= state_next;
	     count <= count_next;
	     chanAddr <= chanAddr_next;
	     isWrite <= isWrite_next;
	     isAligned <= isAligned_next;
	  end
     end
   always @*
     begin
	state_next = state;
	count_next = count;
	chanAddr_next = chanAddr;
	isWrite_next = isWrite;        
	isAligned_next = isAligned;    
	dataOut = 8'h00;
	driveBus = 1'b0;               
	fifoOp = FIFO_READ;            
	fx2PktEnd_out = 1'b1;          
	f2hReady_out = 1'b0;
	h2fValid_out = 1'b0;
	case ( state )
	  S_GET_COUNT0:
	    begin
	       fx2FifoSel_out = OUT_FIFO;   
	       if ( fx2GotData_in == 1'b1 )
		 begin
		    count_next[31:24] = fx2Data_in;
		    state_next = S_GET_COUNT1;
		 end
	    end
	  S_GET_COUNT1:
	    begin
	       fx2FifoSel_out = OUT_FIFO;   
	       if ( fx2GotData_in == 1'b1 )
		 begin
		    count_next[23:16] = fx2Data_in;
		    state_next = S_GET_COUNT2;
		 end
	    end
	  S_GET_COUNT2:
	    begin
	       fx2FifoSel_out = OUT_FIFO;   
	       if ( fx2GotData_in == 1'b1 )
		 begin
		    count_next[15:8] = fx2Data_in;
		    state_next = S_GET_COUNT3;
		 end
	    end
	  S_GET_COUNT3:
	    begin
	       fx2FifoSel_out = OUT_FIFO;   
	       if ( fx2GotData_in == 1'b1 )
		 begin
		    count_next[7:0] = fx2Data_in;
		    if ( isWrite == 1'b1 )
		      state_next = S_BEGIN_WRITE;
		    else
		      state_next = S_READ;
		 end
	    end
	  S_BEGIN_WRITE:
	    begin
	       fx2FifoSel_out = IN_FIFO;    
	       fifoOp = FIFO_NOP;
	       if ( count[8:0] == 9'b000000000 )
		 isAligned_next = 1'b1;
	       else
		 isAligned_next = 1'b0;
	       state_next = S_WRITE;
	    end
	  S_WRITE:
	    begin
	       fx2FifoSel_out = IN_FIFO;    
	       if ( fx2GotRoom_in == 1'b1 )
		 f2hReady_out = 1'b1;
	       if ( fx2GotRoom_in == 1'b1 && f2hValid_in == 1'b1 )
		 begin
		    fifoOp = FIFO_WRITE;
		    dataOut = f2hData_in;
		    driveBus = 1'b1;
		    count_next = count - 1;
		    if ( count == 32'h1 )
		      begin
			 if ( isAligned == 1'b1 )
			   state_next = S_END_WRITE_ALIGNED;   
			 else
			   state_next = S_END_WRITE_NONALIGNED;   
		      end
		 end
	       else
		 fifoOp = FIFO_NOP;
	    end
	  S_END_WRITE_ALIGNED:
	    begin
	       fx2FifoSel_out = IN_FIFO;    
	       fifoOp = FIFO_NOP;
	       state_next = S_IDLE;
	    end
	  S_END_WRITE_NONALIGNED:
	    begin
	       fx2FifoSel_out = IN_FIFO;    
	       fifoOp = FIFO_NOP;
	       fx2PktEnd_out = 1'b0;        
	       state_next = S_IDLE;
	    end
	  S_READ:
	    begin
	       fx2FifoSel_out = OUT_FIFO;   
	       if ( fx2GotData_in == 1'b1 && h2fReady_in == 1'b1 )
		 begin
		    h2fValid_out = 1'b1;
		    count_next = count - 1;
		    if ( count == 32'h1 )
		      state_next = S_IDLE;
		 end
	       else
		 fifoOp = FIFO_NOP;
	    end
	  default:
	    begin
	       fx2FifoSel_out = OUT_FIFO;   
	       if ( fx2GotData_in == 1'b1 )
		 begin
		    chanAddr_next = fx2Data_in[6:0];
		    isWrite_next = fx2Data_in[7];
		    state_next = S_GET_COUNT0;
		 end
	    end
	endcase
     end
   assign fx2Read_out = fifoOp[0];
   assign fx2Write_out = fifoOp[1];
   assign chanAddr_out = chanAddr;
   assign h2fData_out = fx2Data_in;
   assign fx2Data_out = dataOut;
   assign fx2Data_sel = driveBus;
endmodule
`timescale 1ns/10ps
module add_shift_ram (
    pix_din_right,
    pix_sam,
    pix_psel,
    pix_din_res,
    pix_dout_res,
    pix_din_left,
    pix_noupdate,
    pix_prdata,
    pix_dout_right,
    pix_we_sam,
    pix_pready,
    pix_penable,
    pix_pclk,
    pix_dout_left,
    pix_state,
    pix_paddr,
    pix_addr_res,
    pix_din_sam,
    pix_pslverr,
    pix_even_odd,
    pix_addr_right,
    pix_updated,
    pix_full,
    pix_we_res,
    pix_fwd_inv,
    pix_presetn,
    pix_addr_left,
    pix_pwdata,
    pix_pwrite,
    pix_dout_sam,
    pix_we_right,
    pix_transinrdy,
    pix_transoutrdy,
    pix_addr_sam,
    pix_we_left
);
input signed [16:0] pix_din_right;
input [7:0] pix_sam;
input pix_psel;
output signed [16:0] pix_din_res;
reg signed [16:0] pix_din_res;
output signed [16:0] pix_dout_res;
wire signed [16:0] pix_dout_res;
input signed [16:0] pix_din_left;
output pix_noupdate;
reg pix_noupdate;
input [31:0] pix_prdata;
output signed [16:0] pix_dout_right;
wire signed [16:0] pix_dout_right;
input pix_we_sam;
input pix_pready;
input pix_penable;
input pix_pclk;
output signed [16:0] pix_dout_left;
wire signed [16:0] pix_dout_left;
input [1:0] pix_state;
input [31:0] pix_paddr;
input [7:0] pix_addr_res;
input signed [16:0] pix_din_sam;
input pix_pslverr;
input pix_even_odd;
input [7:0] pix_addr_right;
input pix_updated;
input pix_full;
input pix_we_res;
input pix_fwd_inv;
input pix_presetn;
input [7:0] pix_addr_left;
input [31:0] pix_pwdata;
input pix_pwrite;
output signed [16:0] pix_dout_sam;
wire signed [16:0] pix_dout_sam;
input pix_we_right;
input pix_transinrdy;
input pix_transoutrdy;
input [7:0] pix_addr_sam;
input pix_we_left;
reg signed [16:0] mem_right [0:256-1];
reg signed [16:0] mem_res [0:256-1];
reg signed [16:0] mem_sam [0:256-1];
reg signed [16:0] mem_left [0:256-1];
always @(posedge pix_pclk) begin: ADD_SHIFT_RAM_HDL
    if ((pix_updated == 1)) begin
        if (pix_even_odd) begin
            if (pix_fwd_inv) begin
                pix_din_res <= (pix_dout_sam - ($signed(pix_dout_left >>> 1) + $signed(pix_dout_right >>> 1)));
            end
            else begin
                pix_din_res <= (pix_dout_sam + ($signed(pix_dout_left >>> 1) + $signed(pix_dout_right >>> 1)));
            end
        end
        else begin
            if (pix_fwd_inv) begin
                pix_din_res <= $signed((pix_dout_sam + ((pix_dout_left + pix_dout_right) + 2)) >>> 2);
            end
            else begin
                pix_din_res <= $signed((pix_dout_sam - ((pix_dout_left + pix_dout_right) + 2)) >>> 2);
            end
        end
    end
    else begin
        pix_noupdate <= 1;
    end
end
always @(posedge pix_pclk) begin: ADD_SHIFT_RAM_WRITE_SAM
    if (pix_we_sam) begin
        mem_sam[pix_addr_sam] <= pix_din_sam;
    end
end
assign pix_dout_sam = mem_sam[pix_addr_sam];
always @(posedge pix_pclk) begin: ADD_SHIFT_RAM_WRITE_RIGHT
    if (pix_we_right) begin
        mem_right[pix_addr_right] <= pix_din_right;
    end
end
assign pix_dout_right = mem_right[pix_addr_right];
always @(posedge pix_pclk) begin: ADD_SHIFT_RAM_WRITE_LEFT
    if (pix_we_left) begin
        mem_left[pix_addr_left] <= pix_din_left;
    end
end
assign pix_dout_left = mem_left[pix_addr_left];
always @(posedge pix_pclk) begin: ADD_SHIFT_RAM_WRITE_RES
    if (pix_we_res) begin
        mem_res[pix_addr_res] <= pix_din_res;
    end
end
assign pix_dout_res = mem_res[pix_addr_res];
endmodule
### /design/flow/run.sh
#!/bin/bash
# OpenROAD 26Q1-2900-gdf79404cd8, Yosys 0.63+post, stock flow scripts
make -C /OpenROAD-flow-scripts/flow DESIGN_CONFIG=/design/flow/config.mk WORK_HOME=/design/flow/orfs finish
### /design/flow/config.mk
export PLATFORM = sky130hd
export DESIGN_NAME = add_shift_ram
export DESIGN_NICKNAME = add_shift_ram
export VERILOG_FILES = /design/flow/design.v
export SDC_FILE = /design/flow/constraint.sdc
export NUM_CORES = 4
export LEC_CHECK = 1
export CORE_UTILIZATION = 30
export SYNTH_MEMORY_MAX_BITS = 65536
### /design/flow/constraint.sdc
current_design add_shift_ram

set clk_period 79.5
set clk_io_pct 0.2

create_clock -name clk0 -period $clk_period [get_ports {pix_pclk}]

set non_clock_inputs [all_inputs -no_clocks]
set_input_delay [expr $clk_period * $clk_io_pct] -clock clk0 $non_clock_inputs
set_output_delay [expr $clk_period * $clk_io_pct] -clock clk0 [all_outputs]
==> summary.txt <==
Antenna-violating nets left: 0
Count of cell types in the netlist: 87
Cts repair resizes: 0
Fin crit share: 50.0%
Register share of total power: 52.2%
Switching power: 4.64 mW
Logic pwr share: 8.5%
Worst setup EP type: primary output
# IOs: 292
Synth Flop Type: edfxtp_1
YS chip area: 669000 µm²
Peak Freq: 25.2 MHz
HP Class: reg2reg
Hold WS: 0.841 ns
Fin crit period: 39.76 ns
Clk pwr share: 39.4%
Final Slew Violations: 0
Worst slew margin: 17.6%
Number of DRC markers in iteration 0: 19813
Full die area: 2240000 µm²
Yosys Warn Count: 1
Clock Path Buffers: 6
Global-route wire length before repair: 2490000 µm
Area Overhead vs Synth: 15.7%
Vias per inst: 4.96
Routed len/inst: 29.2 µm
Vias: 301015
TritonCTS buffer count: 1723
Worst Path Max Fanout: 70
Internal: 15.5 mW
Final hold violations: 0
Skew final: 0.266 ns
Switch share: 23.0%
Die H: 1500 µm
Drt drc: 0
Power per Cell Area: 26.0 nW/µm²
Post-CTS Setup Inserts: 0
Worst IR Drop VDD: 0.0000203 V
Pin count of the biggest net entering global routing: 159
Clock Sinks: 17425
Status: finished clean
Site Rows: 548
Tool Warnings: 208
Post-synth regs: 17425
Synth Cell Area: 669000 µm²
Fillcell total: 199913
Post-Route Setup TNS: 0 ns
H-tree Lvls: 7
Ys async rst share: 0%
GPL Wtd Cong: 0.882
FP Util: 30.1%
Crit path kind: in2out
Worst-margin pin slew: 1.23 ns
Grt ovf: 0
Worst-path clk slew: 0.07 ns
Post-synthesis sequential area ratio: 78.2%
Drt pass-1 iters: 26
IO Port Bufs: 175
TritonCTS clock tree: yes
Initial antenna violation count: 108
Core area: 2230000 µm²
CP Data Arrival Time: 23.86 ns
Max_cap viols: 0
Layout cells sized above 1: 35.6%
Cell count in the Yosys report: 27235
Avg Cell Area, Syn: 24.6 µm²
Post-synthesis cell count: 27235
Clock tree root buffer cell: clkbuf_16
Required time of the critical path: 63.60 ns
Post-DP HPWL: 1040000 µm
Worst setup SP type: primary input
Final-report setup violation count: 0
Final WL: 1770000 µm
Die X: 1500 µm
RSZ-0062 raised after global routing: false
Skew-Pair Late Insertion Delay: 1.53 ns
Vias in the first global route: 339532
Total global-route track usage: 16.9%
Hold buffers post-CTS: 0
Leak Pwr: 235 nW
Number of enable flip-flop cells: 17425
-- logic make-up (layout without fill, tap and decap cells) --
logic type / count (synthesis) / in the layout / share of synthesized area [%]
AOI/OAI and AO/OA: 526 / 526 / 0.579
xor gates and xnor gates: 80 / 80 / 0.105
adders and majority gates: 87 / 87 / 0.181
buffers and inverters: 1571 / 5288 / 1.01
DFF: 17425 / 17425 / 78.2
muxes: 5656 / 5656 / 18.7
other: 1 / 73 / 0.000560
and+or+nand+nor: 1889 / 1889 / 1.21
-- power groups by stage --
stage	Clock [mW]	Sequential, mW	Combinational (mW)
finish	7.92	10.5	1.71
global route	8.40	10.5	1.84
CTS	8.06	10.5	1.74
-- worst paths after layout --
path / startpoint / to / slack [ns] / cells after the start
max reg2reg: mem_right[136][8] / pix_din_res[16] / 69.00 / 29
min reg2reg: pix_din_res[16] / mem_res[131][16] / 0.84 / 1
min: pix_din_res[16] / mem_res[131][16] / 0.84 / 1
max: pix_addr_left[0] / pix_dout_left[5] / 39.74 / 15
-- worst max-delay path: stages --
cell             delay, ns
buf_16                0.37
buf_4                 0.60
buf_4                 0.68
buf_4                 0.69
buf_12                0.54
buf_4                 0.69
mux4_2                0.62
mux4_2                0.54
mux4_2                0.49
nand2_1               0.10
a21oi_1               0.28
nor3_2                0.69
buf_4                 0.28
inv_1                 0.07
clkdlybuf4s50_1       0.99
-- placed cells by master (no fill, tap or decap), types with 22 or more instances in the layout --
cell type | synthesis | routed
xnor2_1 | 50 | 50
edfxtp_1 | 17425 | 17425
a211oi_1 | 24 | 22
inv_1 | 77 | 77
mux4_2 | 5492 | 5492
mux2i_1 | 129 | 128
clkbuf_1 | 744 | 367
xor2_1 | 30 | 30
bufinv_16 | 0 | 144
nor3_1 | 38 | 30
nand4_1 | 41 | 41
nand3_1 | 139 | 121
inv_6 | 0 | 44
o21ai_0 | 52 | 47
nor2_1 | 1143 | 108
clkinv_4 | 0 | 22
ha_1 | 71 | 71
nand2_2 | 0 | 45
nand2b_1 | 22 | 22
a22o_1 | 28 | 28
and3_1 | 24 | 24
nor2_2 | 1 | 1032
a31oi_1 | 39 | 39
and2_1 | 23 | 23
clkbuf_8 | 0 | 51
clkinv_1 | 2 | 416
a22oi_1 | 89 | 89
a32oi_1 | 41 | 41
clkdlybuf4s50_1 | 0 | 97
clkbuf_16 | 0 | 1743
buf_12 | 0 | 41
clkinv_8 | 0 | 22
a21oi_1 | 79 | 76
nand2_1 | 287 | 242
diode_2 | 0 | 72
buf_4 | 47 | 1832
nor2b_1 | 99 | 84
mux2_2 | 35 | 35
clkinv_2 | 0 | 315
clkinvlp_4 | 0 | 56
-- cell usage after synthesis, types with 38 or more instances --
| cell type | n | area [µm²] |
|---|---|---|
| a21oi_1 | 79 | 395 |
| a22oi_1 | 89 | 668 |
| a31oi_1 | 39 | 244 |
| a32oi_1 | 41 | 359 |
| buf_1 | 256 | 961 |
| buf_2 | 423 | 2120 |
| buf_4 | 47 | 353 |
| clkbuf_1 | 744 | 2790 |
| edfxtp_1 | 17425 | 523000 |
| ha_1 | 71 | 888 |
| inv_1 | 77 | 289 |
| mux2i_1 | 129 | 1290 |
| mux4_2 | 5492 | 124000 |
| nand2_1 | 287 | 1080 |
| nand3_1 | 139 | 696 |
| nand4_1 | 41 | 257 |
| nor2_1 | 1143 | 4290 |
| nor2b_1 | 99 | 619 |
| nor3_1 | 38 | 190 |
| o21ai_0 | 52 | 260 |
| xnor2_1 | 50 | 438 |
-- layer usage --
layer  up-vias  wire length, µm  global-route usage (%)
met1    152301           484000                    15.3
met4       168            83900                    6.16
met5         -             7820                    2.48
met2     22353           829000                    25.2
li1     122779                -                       -
met3      3414           368000                    16.3
-- cell type report --
cell class / instances / area (µm²) / area share, %
diodes: 72 / 180 / 0.0233
inverters: 80 / 300 / 0.0388
repair buffers: 2040 / 16500 / 2.14
flip-flops and latches: 17425 / 523000 / 67.6
clock buffers: 2110 / 45000 / 5.81
multi-input cells: 8239 / 142000 / 18.4
clock inverters: 1058 / 9730 / 1.26
well taps: 29700 / 37200 / 4.80
-- state kept, by name, indices dropped and copies added, names as in the netlist --
register	flops
mem_left	4352
mem_res	4352
mem_right	4352
mem_sam	4352
pix_din_res	17
-- stage by stage --
stage,std cells,worst slack (ns),total power [mW],area [µm²],utilization [%]
6_report,60724,39.74,20.1,774000,34.8
5_1_grt,60686,39.27,20.7,774000,34.8
4_1_cts,60652,39.60,20.3,774000,34.8
3_5_place_dp,57484,39.60,12.4,720000,32.3
3_3_place_gp,57484,39.72,12.4,720000,32.3
2_1_floorplan,27235,44.41,11.6,669000,-
Power figures rest on the tool's default switching activity, not on a simulated workload.
